$ cat run.sh
#!/bin/bash
# OpenROAD 26Q1-2900-gdf79404cd8, Yosys 0.63+post, stock flow scripts
make -C /OpenROAD-flow-scripts/flow DESIGN_CONFIG=/design/flow/config.mk WORK_HOME=/design/flow/orfs finish
$ cat constraint.sdc
current_design fsm

set clk_period 1.3
set clk_io_pct 0.2

create_clock -name clk0 -period $clk_period [get_ports {clk}]

set non_clock_inputs [all_inputs -no_clocks]
set_input_delay [expr $clk_period * $clk_io_pct] -clock clk0 $non_clock_inputs
set_output_delay [expr $clk_period * $clk_io_pct] -clock clk0 [all_outputs]
$ cat config.mk
export PLATFORM = sky130hd
export DESIGN_NAME = fsm
export DESIGN_NICKNAME = fsm
export VERILOG_FILES = /design/flow/design.v
export SDC_FILE = /design/flow/constraint.sdc
export NUM_CORES = 4
export LEC_CHECK = 1
export CORE_AREA = 10 10 70 70
export DIE_AREA = 0 0 80 80
$ cat design.v
module fsm(
    input logic clk, nRST,
    input logic byte_valid,
    input logic is_sync,
    input logic[3:0] pid,
    input logic pid_valid,
    input logic rx_eop,
    output logic prev_sync,
    output logic load_addr,
    output logic load_endp,
    output logic load_data,  
    output logic packet_done,
    output logic[6:0] addr,
    output logic[3:0] endp,
    output logic[7:0] data
);
    typedef enum logic[3:0] {
        IN,
        OUT,
        SETUP,
        SOF,
        DATA0,
        DATA1,
        ACK,
        NAK,
        STALL
    } pid_t;
    typedef enum logic[7:0] {
        IDLE,  
        SYNC,  
        PID,  
        FRAME_NUMBER,  
        TOKEN_ADDR,  
        TOKEN_ENDP,  
        TOKEN_CRC5,  
        DATA,  
        EOP  
    } state_t;
    state_t current_state, next_state;
    always_comb begin
        load_addr = 0;
        load_endp = 0;
        load_data = 0;
        packet_done = 0;
        prev_sync = 0;
        next_state = current_state;
        case (current_state)
            IDLE: begin
                if (is_sync) begin
                    next_state = SYNC;
                end
            end
            SYNC: begin
                if (pid_valid) begin
                    next_state = PID;
                end
            end
            PID: begin
                prev_sync = 1;  
                if (pid_valid) begin
                    case (pid)
                        4'b1001: begin
                            next_state = TOKEN_ADDR;
                        end
                        4'b0001: begin
                            next_state = TOKEN_ADDR;
                        end
                        4'b1101: begin
                            next_state = TOKEN_ADDR;
                        end
                        4'b0101: begin
                            next_state = FRAME_NUMBER;
                        end
                        4'b0011: begin
                            next_state = DATA;
                        end
                        4'b1011: begin
                            next_state = DATA;
                        end
                        4'b0010: begin
                        end
                        4'b1010: begin
                        end
                        4'b1110: begin
                        end
                    endcase
                end
            end
            FRAME_NUMBER: begin
                next_state = EOP;
            end
            TOKEN_ADDR: begin
                load_addr = 1;
                next_state = TOKEN_ENDP;
            end
            TOKEN_ENDP: begin
                load_endp = 1;
                next_state = TOKEN_CRC5;
            end
            TOKEN_CRC5: begin
                next_state = EOP;
            end
            DATA: begin
                load_data = 1;
                if (rx_eop) begin
                    packet_done = 1;
                    next_state = IDLE;
                end
                else begin
                    next_state = DATA;
                end
            end
            EOP: begin
                packet_done = 1;
                next_state = IDLE;
            end
            default: begin
                next_state = IDLE;
            end
        endcase
    end
    always_ff @(posedge clk, negedge nRST) begin
        if (!nRST) begin
            current_state <= IDLE;
        end
        else begin
            if (byte_valid) begin
                current_state <= next_state;
            end
        end
    end
endmodule
==> out/qor.yml <==
fp_util_pct: 16.4
max_freq_ghz: 0.828
antennaDiodeCount: 0
antenna_found_initial: 0
io_buffers: 14
core_um2: 3420
worst-setup-path-type: "register to output pin"
warnings: 25
clkSinkCount: 9
ys_async_sr_fraction_pct: 100
end_kind: "output pin"
met1_usage_pct: 4.54
syn-cell-area_um2: 561
p_sw_uw: 159
use_met2_pct: 7.38
ant_nets: 0
cp.required_ns: 1.04
r2r-start: "current_state[8]"
combPwrFrac_pct: 21.6
root_buffer: "clkbuf_4"
drc_errors: 0
area_leaders: "dfrtp_1 36%, buf_4 25%, dfstp_2 4.7%"
yosys-top-cells-count: "19 x buf_4, 8 x dfrtp_1"
fin_ws_ns: 0.0928
cts_max_level: 1
r2r_slack_ns: 0.26
nFillCells: 391
globalplace.congestion: 0.729
final.min_clock_period_ns: 1.21
critPathArrivalTime_ns: 0.95
tritoncts: "done"
fin_skew_ns: 0.00455
top_cell_area_share_pct: 35.7
finalHoldViolCount: 0
clockBufferDepth: 2
wire_per_inst_um: 10.5
top_cell: "buf_4"
overflow: 0
dp_hpwl_mm: 1.06
setup-tns-final_ns: 0
pwr-share-seq_pct: 48.3
preCtsSetupSlack_ns: -0.317
dieWidth_um: 80
rsz0062_at_grt: "no"
p_sw_share_pct: 23.3
ys_warn_count: 20
outcome: "complete, no violations"
vias: 400
crit_fanout: 3
grt_use_met3_pct: 2.16
numCtsBuffers: 3
drtPass1Iterations: 2
die_h_um: 80
hp-class: "input pin to asynchronous set/reset pin"
synth_cell_types: 25
grt_pass1_vias: 469
ios: 34
instances_no_fill: 123
edf_count: 0
clkTransAtPathRegs_ns: 0.06
grt_pass1_wl_mm: 2.15
busiest_layer: "met2"
num_rows: 21
peakVddDrop_mv: 0.292
worstSetupStartpointType: "register"
p_total_uw: 685
yosys-stat-cells: 54
routed_via_density: 3.25
regArea_um2: 226
grt_usage_pct: 4.20
ff_type: "dfrtp_1"
post-place-cells: 116
leakage_uw: 0.000363
slew_viol_final: 0
drive_above_1_share_pct: 24.7
grt_max_degree: 10
synth_seq_share_pct: 40.4
drt-total-wl_mm: 1.30
dieArea_um2: 6400
drt_iter0_markers: 9
setup_violations: 0
clkPwrFrac_pct: 30.1
syn-mean-instance-area_um2: 10.4
finalCritPeriodShare_pct: 92.9
reg2reg_depth: 3
ys_ff: 9
ys_chip_area_um2: 561
worstSkewPairLatency_ns: 0.26
regToRegEndpoint: "current_state[0]"
synth.largest_area_cell: "dfrtp_1"
max-cap-violations: 0
cellInternalPower_uw: 526
netlist_instances: 54
logic_area_um2: 240
power.density_nw_per_um2: 926
syn_to_final_growth_pct: 31.9
[cell type report]
type	instances	share of cell area (%)
clock buffers	4	3.55
inverters	2	1.02
multi-input cells	41	32.5
flip-flops and latches	9	30.6
well taps	46	7.78
repair buffers	21	24.5
[metal layers]
layer  wire (um)  vias to the layer above
met5           0                        -
met4          14                        0
met3          84                        2
met2         686                       16
met1         511                      191
li1            -                      191
[critical path: stages (launching register included)]
cell	delay, ns
dfrtp_1	0.40
a21o_1	0.20
clkbuf_2	0.09
[repair_timing]
item / in CTS / in global routing
resized: 7 / 1
hold buffers: 0 / 0
pin swaps: 1 / 1
endpoints found under the hold margin: 0 / 0
setup buffers: 4 / 0
endpoints found under the setup margin: 5 / 2
[logic make-up after synthesis]
kind of cell,Yosys count,share of synthesized area [%]
muxes,2,4.02
DFF,9,40.4
other,1,0.669
buffers and inverters,22,28.8
AOI/OAI and AO/OA,8,12.9
and+or+nand+nor,12,13.2
[worst max-delay path by stage]
stage | cells past startpoint | endpoint | slack (ns) | from
5_1_grt | 2 | packet_done | 0.03 | current_state[8]
6_report | 2 | packet_done | 0.09 | current_state[8]
4_1_cts | 2 | load_data | 0.007 | current_state[8]
[power by group through the flow]
stage / registers (uW) / clock network, uW / logic, uW
finish: 331 / 206 / 148
global route: 338 / 236 / 168
CTS: 331 / 221 / 158
[cells in the final DEF, fill, tap and decap left out]
cell type,synthesis,final
a211o_1,1,1
a21o_1,1,1
a21oi_1,1,1
a22o_2,1,1
a32o_1,1,1
and3_1,1,1
and3_2,1,1
buf_4,19,7
clkbuf_1,0,1
clkbuf_2,0,1
clkbuf_4,0,3
clkdlybuf4s50_1,0,8
conb_1,1,19
dfrtp_1,8,8
dfstp_2,1,1
dlygate4sd2_1,0,5
inv_1,2,2
mux2_2,2,2
nand2_1,2,2
nand2_2,1,1
nand2b_1,1,1
nand3_1,1,1
nand4_2,1,1
nor2_1,2,2
nor2b_1,1,1
o22ai_1,1,1
o2bb2ai_1,1,1
o32ai_2,1,1
or3b_1,1,1
[per-stage QoR]
stage / hold slack, ns / util (%) / cell area [um^2]
6_report: 0.290 / 21.6 / 739
5_1_grt: 0.302 / 21.6 / 739
4_1_cts: 0.291 / 22.0 / 752
3_5_place_dp: 0.495 / 20.5 / 702
3_3_place_gp: 0.482 / 20.5 / 702
2_1_floorplan: -0.0356 / - / 628
Power is estimated from default activity; no workload was simulated.

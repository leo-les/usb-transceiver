==> ./design.v <==
module packet_decoder(
    input logic clk, nRST,
    input logic byte_valid,
    input logic[7:0] data_in,
    input logic prev_sync,  
    output logic is_sync,
    output logic[3:0] pid,
    output logic pid_valid
);
    always_ff @(posedge clk, negedge nRST) begin
        if (!nRST) begin
            pid <= 4'b0000;
            pid_valid <= 0;
            is_sync <= 0;
        end
        else begin
            pid <= 4'b0000;
            pid_valid <= 0;
            is_sync <= 0;
            if (byte_valid) begin
                if (data_in == 8'b10101010) begin  
                    is_sync <= 1;
                end 
                if (prev_sync && data_in[3:0] == ~data_in[7:4]) begin
                    pid <= data_in[3:0];  
                    pid_valid <= 1;
                end
            end
        end
    end
endmodule
==> ./run.sh <==
#!/bin/bash
# OpenROAD 26Q1-2900-gdf79404cd8, Yosys 0.63+post, stock flow scripts
make -C /OpenROAD-flow-scripts/flow DESIGN_CONFIG=/design/flow/config.mk WORK_HOME=/design/flow/orfs finish
==> ./config.mk <==
export PLATFORM = sky130hd
export DESIGN_NAME = packet_decoder
export DESIGN_NICKNAME = packet_decoder
export VERILOG_FILES = /design/flow/design.v
export SDC_FILE = /design/flow/constraint.sdc
export NUM_CORES = 4
export LEC_CHECK = 1
export CORE_AREA = 10 10 70 70
export DIE_AREA = 0 0 80 80
==> ./constraint.sdc <==
current_design packet_decoder

set clk_period 1.0
set clk_io_pct 0.2

create_clock -name clk0 -period $clk_period [get_ports {clk}]

set non_clock_inputs [all_inputs -no_clocks]
set_input_delay [expr $clk_period * $clk_io_pct] -clock clk0 $non_clock_inputs
set_output_delay [expr $clk_period * $clk_io_pct] -clock clk0 [all_outputs]
==> impl_metrics.prom <==
# HELP chip_impl_metric Metrics from one implementation run
# TYPE chip_impl_metric gauge
chip_impl_metric{name="yosys.area.top_type_share",unit=""} 0.522
chip_impl_metric{name="grt_start_max_net_pins",unit=""} 7
chip_impl_info{name="worst_setup_path_end_kind",value="register"} 1
chip_impl_metric{name="p_switching",unit="mW"} 0.133
chip_impl_metric{name="clock_power_share",unit=""} 0.367
chip_impl_metric{name="clk_pin_slew",unit="ps"} 40
chip_impl_metric{name="grt_pass1_vias",unit=""} 324
chip_impl_info{name="critPathLaunchType",value="primary input"} 1
chip_impl_info{name="synth_top_cell_by_count",value="sky130_fd_sc_hd__dfrtp_1"} 1
chip_impl_metric{name="core_area",unit="µm²"} 3420
chip_impl_metric{name="seqCellArea",unit="µm²"} 150
chip_impl_metric{name="synth.yosys.seq_area_share",unit=""} 0.522
chip_impl_metric{name="detail_route.vias_per_cell",unit=""} 2.82
chip_impl_metric{name="p_leak",unit="nW"} 0.268
chip_impl_metric{name="finalCritPeriodShare",unit=""} 0.925
chip_impl_info{name="top_post_synthesis_cells_by_area",value="sky130_fd_sc_hd__dfrtp_1 (52%), sky130_fd_sc_hd__xor2_1 (12%), sky130_fd_sc_hd__nor3b_1 (5.2%), sky130_fd_sc_hd__nor4b_2 (5.2%), sky130_fd_sc_hd__and4bb_1 (4.3%)"} 1
chip_impl_metric{name="cts_inserted_buffers",unit=""} 3
chip_impl_metric{name="yosysCellCount",unit=""} 24
chip_impl_metric{name="seq_power_share",unit=""} 0.424
chip_impl_metric{name="clock_path_buffers",unit=""} 2
chip_impl_metric{name="finalHoldViolCount",unit=""} 0
chip_impl_metric{name="switching_share",unit=""} 0.229
chip_impl_metric{name="arrival",unit="ps"} 1060
chip_impl_metric{name="vias",unit=""} 271
chip_impl_metric{name="route.final.wire_length",unit="µm"} 908
chip_impl_metric{name="fp.dieW",unit="µm"} 80
chip_impl_metric{name="comb_power_share",unit=""} 0.209
chip_impl_metric{name="fin_tns_setup",unit="ps"} 0
chip_impl_info{name="rsz0062_at_grt",value="false"} 1
chip_impl_metric{name="die-height",unit="µm"} 80
chip_impl_metric{name="wl_per_cell",unit="µm"} 9.46
chip_impl_metric{name="openroad.warnings",unit=""} 25
chip_impl_metric{name="top_level_port_count",unit=""} 18
chip_impl_info{name="synth.largest_area_cell",value="sky130_fd_sc_hd__dfrtp_1"} 1
chip_impl_metric{name="postSynthAreaPerCell",unit="µm²"} 12.0
chip_impl_metric{name="timing.final.crit_period",unit="ps"} 925
chip_impl_metric{name="antenna_violations_before_repair",unit=""} 0
chip_impl_metric{name="max_freq",unit="MHz"} 1080
chip_impl_metric{name="timing.max_slew.rel_slack",unit=""} 0.829
chip_impl_metric{name="postCtsSetupBuffers",unit=""} 0
chip_impl_metric{name="overflow",unit=""} 0
chip_impl_info{name="status",value="completed"} 1
chip_impl_metric{name="route.antenna.remaining_nets",unit=""} 0
chip_impl_metric{name="synth_warnings",unit=""} 1
chip_impl_metric{name="number_of_enable_flip_flop_cells",unit=""} 0
chip_impl_info{name="crit_slowest_cell",value="sky130_fd_sc_hd__and4bb_1"} 1
chip_impl_metric{name="gpl.final_weighted_congestion",unit=""} 0.775
chip_impl_info{name="critPathKind",value="primary input to register"} 1
chip_impl_metric{name="area_delta_synth_final",unit="%"} 105
chip_impl_metric{name="fraction_of_layout_instances_using_a_drive_strength_above_1",unit=""} 0.440
chip_impl_metric{name="finish.utilization",unit=""} 0.173
chip_impl_metric{name="synth_cell_type_count",unit=""} 12
chip_impl_metric{name="cts.sink_count",unit=""} 6
chip_impl_metric{name="grt_pass1_wl",unit="µm"} 1410
chip_impl_metric{name="ir_worst_vdd",unit="V"} 0.000341
chip_impl_metric{name="synth_cells",unit=""} 24
chip_impl_info{name="cts-root-buf",value="sky130_fd_sc_hd__clkbuf_4"} 1
chip_impl_metric{name="worst_path_maximum_fanout",unit=""} 3
chip_impl_metric{name="detail_route.iter0.violations",unit=""} 3
chip_impl_metric{name="number_of_synthesized_register_bits",unit=""} 6
chip_impl_metric{name="row_count",unit=""} 21
chip_impl_info{name="dominantRegCellSynth",value="sky130_fd_sc_hd__dfrtp_1"} 1
chip_impl_metric{name="remaining_drc_errors",unit=""} 0
chip_impl_metric{name="fp-utilization",unit=""} 0.0842
chip_impl_info{name="list_of_cells_traversed_by_the_critical_path",value="clkdlybuf4s15_1 -> and4bb_1 -> nand3_2 -> nor4b_4"} 1
chip_impl_metric{name="htreeDepth",unit=""} 1
chip_impl_info{name="min_path_type",value="primary input to async pin"} 1
chip_impl_metric{name="mappedNetlistArea",unit="µm²"} 288
chip_impl_metric{name="cap_violations",unit=""} 0
chip_impl_metric{name="p_per_area",unit="nW/µm²"} 986
chip_impl_metric{name="gr-usage-all-layers",unit=""} 0.0283
chip_impl_metric{name="worst_slew_pin_slew",unit="ps"} 256
chip_impl_metric{name="async_reset_ff_frac",unit=""} 1.00
chip_impl_info{name="cts_tree",value="done"} 1
chip_impl_metric{name="fillerInstances",unit=""} 392
chip_impl_metric{name="place.detailed.hpwl",unit="µm"} 783
chip_impl_metric{name="antennaDiodeCount",unit=""} 0
chip_impl_metric{name="final-comb-area",unit="µm²"} 183
chip_impl_metric{name="portBuffers",unit=""} 17
chip_impl_metric{name="finalSetupViolations",unit=""} 0
chip_impl_metric{name="detailedRoute.firstPassIterationCount",unit=""} 2
chip_impl_metric{name="delay_contributed_by_the_slowest_stage_of_the_critical_path",unit="ps"} 290
chip_impl_metric{name="maxSlewViolCount",unit=""} 0
chip_impl_metric{name="synth_chip_area",unit="µm²"} 288
chip_impl_metric{name="required_time_of_the_critical_path",unit="ps"} 1140
chip_impl_metric{name="cell_internal_pwr",unit="mW"} 0.448
chip_impl_info{name="ys_top_cells_by_count",value="sky130_fd_sc_hd__dfrtp_1 (6), sky130_fd_sc_hd__xor2_1 (4), sky130_fd_sc_hd__nor2_1 (3)"} 1
chip_impl_metric{name="design.die.area",unit="µm²"} 6400
-- cell type report --
type	instances	area share
multi-input combinational	18	0.310
timing repair buffer	23	0.299
sequential	6	0.255
tap	46	0.0977
clock buffer	3	0.0382
-- power groups by stage --
stage	Sequential, mW	Clock, mW	Combinational [mW]
5_1_grt	0.246	0.239	0.133
4_1_cts	0.246	0.224	0.107
6_report	0.246	0.213	0.121
-- flip-flops by register name, indices dropped and copies added, names as in the netlist --
signal and cells:
pid_valid 1, is_sync 1, pid 4
-- placed cells by master (no fill, tap or decap), types with 2 or more instances in the layout --
cell,n
sky130_fd_sc_hd__xor2_1,2
sky130_fd_sc_hd__dfrtp_1,6
sky130_fd_sc_hd__clkbuf_2,6
sky130_fd_sc_hd__clkdlybuf4s50_1,2
sky130_fd_sc_hd__xor2_2,2
sky130_fd_sc_hd__dlygate4sd2_1,7
sky130_fd_sc_hd__nand2_1,2
sky130_fd_sc_hd__buf_4,6
sky130_fd_sc_hd__clkbuf_4,3
sky130_fd_sc_hd__nor2_1,3
sky130_fd_sc_hd__clkdlybuf4s15_1,2
-- worst paths after layout --
kind | from | endpoint | slack (ps) | cells after the start
min in group clk0 | data_in[7] | is_sync | 420 | 2
min | nRST | pid[0] | 190 | 1
max in group asynchronous | nRST | pid[2] | 600 | 1
max | data_in[0] | is_sync | 70 | 4
-- critical path, delay by kind of cell --
family	cells	cell delay, ps
buffers and inverters	1	210
and+or+nand+nor	3	650
-- stage by stage --
stage | instance area [µm²] | hold slack [ps] | power (mW) | setup slack, ps | cells
3_3_place_gp | 561 | 446 | 0.366 | -463 | 93
5_1_grt | 589 | 194 | 0.617 | 9.70 | 96
4_1_cts | 579 | 196 | 0.577 | 2.98 | 96
6_report | 589 | 195 | 0.581 | 74.7 | 96
2_1_floorplan | 288 | -95.6 | 0.280 | 162 | 24
3_5_place_dp | 561 | 453 | 0.369 | -488 | 93
-- metal layers --
| layer | global-route usage | part of all wire |
|---|---|---|
| met5 | 0 | 0 |
| met4 | 0.00176 | 0 |
| met3 | 0.0250 | 0.15 |
| met2 | 0.0265 | 0.25 |
| met1 | 0.0443 | 0.61 |
-- cell families (layout without fill, tap and decap cells) --
| group | count (synthesis) | in the layout | share of synthesized area |
|---|---|---|---|
| flops | 6 | 6 | 0.522 |
| buf+inv | 0 | 26 | 0 |
| simple gates | 13 | 13 | 0.326 |
| xor+xnor | 5 | 5 | 0.152 |
-- timing repair --
| item | in CTS | in global routing |
|---|---|---|
| gates resized | 24 | 12 |
| pin swaps | 7 | 3 |
| hold buffers | 0 | 0 |
| endpoints found under the setup margin | 12 | 8 |
No activity file was given, so power comes from the tool's default toggle rates.
